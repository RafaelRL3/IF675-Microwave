==> design/flow/run.sh <==
#!/bin/bash
# OpenROAD 26Q1-2900-gdf79404cd8, Yosys 0.63+post, stock flow scripts
make -C /OpenROAD-flow-scripts/flow DESIGN_CONFIG=/design/flow/config.mk WORK_HOME=/design/flow/orfs finish
==> design/flow/config.mk <==
export PLATFORM = sky130hd
export DESIGN_NAME = micro
export DESIGN_NICKNAME = micro
export VERILOG_FILES = /design/flow/design.v
export SDC_FILE = /design/flow/constraint.sdc
export NUM_CORES = 4
export LEC_CHECK = 1
export CORE_UTILIZATION = 30
==> design/flow/design.v <==
module  Magnetron(
    input wire startn, stopn, clearn, doorclosed, timerdone,
    output wire mag_on
);
    wire R, S;
    logicC DUT1(.startN(startn), .stopN(stopn), .clearN(clearn), .door_closed(doorclosed), .timer_done(timerdone), .S(S), .R(R));
    latchsr DUT2(S, R, mag_on);  
endmodule
module latchsr(
    input wire S,R,
    output reg mag_on
);
    always @(S or R) begin
        if(R && !S)
            begin
                mag_on <= 0;
            end 
        else if(S && !R)
            begin
                mag_on<= 1;
            end
        else if(!S && !R)
            begin
                mag_on <= mag_on;
            end
    end
endmodule
module logicC (
    input wire startN , stopN , clearN, door_closed, timer_done, 
    output reg  S, R
);
    always @(startN, stopN, clearN, door_closed, timer_done) begin
        if(!clearN || !stopN || timer_done || !door_closed)
            begin
                S = 0;
                R = 1;
            end
        else if(!startN && door_closed)
            begin
                S = 1;
                R = 0;
            end
        else 
            begin
                S = 0;
                R = 1;
            end
    end
endmodule
module decoder4x7(
  input wire [3:0] sec_ones, sec_tens, min,
  output wire [6:0] sec_ones_segs, sec_tens_segs, min_segs);
  wire en_secs_ones;
  wire en_secs_tens;
  wire ground;
  decoderUnit Dec1(.binary_in(sec_ones), .decoder_out(sec_ones_segs), .en_in(en_secs_ones) , .en_out(ground));
  decoderUnit Dec2(.binary_in(sec_tens), .decoder_out(sec_tens_segs), .en_in(en_secs_tens) , .en_out(en_secs_ones));
  decoderUnit Dec3(.binary_in(min), .decoder_out(min_segs), .en_in(1'b0), .en_out(en_secs_tens));
endmodule
module decoderUnit(
  input wire [3:0] binary_in   ,  
  output wire [6:0] decoder_out ,  
  input wire en_in,
  output wire en_out
); 
  assign decoder_out = (binary_in==0 && en_in) ? 10'b1111110:
                       (binary_in==0 && ~(en_in)) ? 10'b0000000:
                       (binary_in==1) ? 10'b0110000:
                       (binary_in==2) ? 10'b1101101:
                       (binary_in==3) ? 10'b1111001:
                       (binary_in==4) ? 10'b0110011:
                       (binary_in==5) ? 10'b1011011:
                       (binary_in==6) ? 10'b1011111:
                       (binary_in==7) ? 10'b1110000:
                       (binary_in==8) ? 10'b1111111:10'b1111011;
  assign en_out = (binary_in[0] | binary_in[1] | binary_in[2] | binary_in[3] | en_in);  
endmodule
module controller (
    input wire [9:0] keypad,
    input wire enablen,
    input wire clock,
    output wire [3:0] out,
    output wire loadn,
    output wire pgt
);
wire w1;  
wire w2;  
prio_enco_9x4 encoder(.d_out(out), .d_in(keypad), .enable(enablen), .loadn(loadn));
counter_delay delay(clock, loadn,w1);
freq_converter converter(clock,w2);
mux2x1 mux(enablen,w1,w2,pgt);
endmodule
module counter_delay ( input wire clk, input wire clr, output reg out);
reg [2:0] counter=0;
always @(posedge clk) begin
    if(clr) begin
        out <= 0;
        counter<=0;
    end
    else
    begin
        if(counter<7) counter <= counter+1;
        out <= (counter==4) ? 1:0;
    end
end
endmodule
module freq_converter(input wire clk, output reg new_clk);
reg [7:0] cont;
initial begin
    cont = 0;
    new_clk = 0; 
end
always @(posedge clk)
begin
    if(cont==49)
    begin
        cont <= 0;
        new_clk <= ~new_clk;
    end
    else
    begin
        cont <= cont+1;
    end
end
endmodule
module mux2x1 (input wire Sel,
input wire  a,
input wire  b,
output wire out);
assign out = (Sel ==0 ?a:b); 
endmodule
module prio_enco_9x4 (
  output wire [3:0] d_out,
  input wire[9:0] d_in,
  input wire enable,
  output wire loadn
);
      assign loadn = (enable | ~(d_in[0] | d_in[1] | d_in[2] | d_in[3] | d_in[4] | d_in[5] | d_in[6] | d_in[7] | d_in[8] | d_in[9]));
      assign d_out = (d_in[9] ==1'b1) ? 4'b1001:
                      (d_in[8] ==1'b1) ? 4'b1000:
                      (d_in[7] ==1'b1) ? 4'b0111:
                      (d_in[6] ==1'b1) ? 4'b0110:
                      (d_in[5] ==1'b1) ? 4'b0101:
                      (d_in[4] ==1'b1) ? 4'b0100:
                      (d_in[3] ==1'b1) ? 4'b0011:
                      (d_in[2] ==1'b1) ? 4'b0010:
                      (d_in[1] ==1'b1) ? 4'b0001:
                      (d_in[0] ==1'b1) ? 4'b0000: 4'b0000;
endmodule
module timer(input wire [3:0] data, input wire loadn, input wire clrn, 
             input wire clock, input wire en,
             output wire [3:0] sec_ones, output wire [3:0] sec_tens,
             output wire [3:0] mins, output reg zero);
wire sec_to_tens;
wire tens_to_min;
wire useless;
wire zero1;
wire zero2;
wire zero3;
timer_ten seconds(data, loadn, clock, clrn, en, sec_ones, sec_to_tens, zero1);
timer_six ten_secs(sec_ones, loadn, clock, clrn, sec_to_tens, sec_tens, tens_to_min, zero2);
timer_ten minutes(sec_tens, loadn, clock, clrn, tens_to_min, mins, useless, zero3);
always@(zero1,zero2,zero3)
    begin
        zero = zero1 & zero2 & zero3;
    end
endmodule
module timer_six(input wire [3:0] data, input wire loadn,input wire clk,input wire clrn, input wire en,
               output reg [3:0]  out, output wire tc, output reg zero );
assign tc = (en & ~out[0] & ~out[1] & ~out[2] & ~out[3]);
initial begin
    out  = 0;
end
always @(posedge clk,negedge clrn)
    begin
        if(~clrn)
        begin
            out <= 0;
            zero <= 1;
        end
        else if(~loadn)
            begin
                out <= data;
                zero <= (data==0)? 1 : 0;
            end
        else if(en)
        begin
            if(out==0)
            begin
                out <= 5;
                zero <= 0;
            end
            else if(out==1)
            begin
                out <= out-1;
                zero <= 1;
            end
            else
            begin
                out <= out-1;
                zero <= 0;
            end
        end
    end
endmodule
module timer_ten(input wire [3:0] data, input wire loadn,input wire clk,input wire clrn, input wire en,
               output reg [3:0]  out, output wire tc, output reg zero );
assign tc = (en & ~out[0] & ~out[1] & ~out[2] & ~out[3]);
initial begin
    out = 0;
end
always @(posedge clk,negedge clrn)
    begin
        if(~clrn)
        begin
            out <= 0;
            zero <= 1;
        end
        else if(~loadn)
            begin
                out <= data;
                zero <= (data==0)? 1 : 0;
            end
        else if(en)
        begin
            if(out==0)
            begin
                out <= 9;
                zero <= 0;
            end
            else if(out==1)
            begin
                out <= out-1;
                zero <= 1;
            end
            else
            begin
                out <= out-1;
                zero <= 0;
            end
        end
    end
endmodule
module micro(
    input wire [9:0] keypad,
    input wire clock,
    input wire startn,
    input wire stopn,
    input wire clearn,
    input wire door_closed,
    output wire mag_on,
    output wire [6:0] sec_ones_segs,
    output wire [6:0] sec_tens_segs,
    output wire [6:0] min_segs
);
wire magnetron;
wire [3:0]d_to_data;
wire loadn;
wire pgt_to_timer_clock;
wire [3:0] sec_ones;
wire [3:0] sec_tens;
wire [3:0] mins;
wire timer_done;
controller controlador(keypad,magnetron, clock,d_to_data,loadn,pgt_to_timer_clock);
timer time_device(d_to_data,loadn,clearn,pgt_to_timer_clock,magnetron,sec_ones,sec_tens,mins,timer_done);
decoder4x7 decoder_device(sec_ones,sec_tens,mins,sec_ones_segs,sec_tens_segs,min_segs);
Magnetron magnetron_device(startn,stopn,clearn,door_closed, timer_done,magnetron);
assign mag_on = magnetron;    
endmodule
==> design/flow/constraint.sdc <==
current_design micro

set clk_period 2.9
set clk_io_pct 0.2

create_clock -name clk0 -period $clk_period [get_ports {clock}]

set non_clock_inputs [all_inputs -no_clocks]
set_input_delay [expr $clk_period * $clk_io_pct] -clock clk0 $non_clock_inputs
set_output_delay [expr $clk_period * $clk_io_pct] -clock clk0 [all_outputs]
==> results.sh <==
# implementation run metrics
export IMPL_power_density_nw_per_um2=300
export IMPL_synth_edff_count=1
export IMPL_required_ns=2.32
export IMPL_synthArstFlopShare_pct=53.6
export IMPL_fin_tns_setup_ns=0
export IMPL_grt_pass1_wl_mm=7.46
export IMPL_setup_violations=0
export IMPL_fmax_mhz=394
export IMPL_r2r_cells=3
export IMPL_post_route_drc_count=0
export IMPL_finalHoldViolations=0
export IMPL_worstReg2RegEnd="controlador.converter.new_clk"
export IMPL_antenna_found_initial=0
export IMPL_drtIter0Drc=76
export IMPL_grt_max_degree=19
export IMPL_die_w_um=81.5
export IMPL_unclocked_regs=15
export IMPL_grt_total_usage_pct=14.2
export IMPL_top_cell_area_share_pct=15.8
export IMPL_fp_dieH_um=81.5
export IMPL_via_per_inst=5.26
export IMPL_ctsHoldBuffers=0
export IMPL_num_vias=1767
export IMPL_tightest_slew_ns=0.693
export IMPL_warnings=27
export IMPL_cp_max_fo=4
export IMPL_htree_levels=1
export IMPL_yosys_stat_area_sq_um=1900
export IMPL_n_fill_cell=616
export IMPL_cts_resized_gates=0
export IMPL_critPathLaunchType="input pin"
export IMPL_port_buffers=36
export IMPL_fp_util_pct=31.5
export IMPL_rows=28
export IMPL_common_cells="nor2_1 (30), nand2_1 (18), clkbuf_1 (15), nor3_1 (13)"
export IMPL_top_cells_by_area="dfrtp_1 (16%), dfxtp_1 (13%), nor2_1 (5.9%)"
export IMPL_drtPass1Iterations=6
export IMPL_cts_tree="built"
export IMPL_crit_path_end_kind="primary output"
export IMPL_relSlewSlack_pct=53.4
export IMPL_gp_congestion=0.870
export IMPL_postSynthSeqShare_pct=34.2
export IMPL_yosys_warnings=7
export IMPL_timing_hold_ws_ns=0.460
export IMPL_hold_path_class="reg -> reg"
export IMPL_ys_flop_type="dfxtp_1"
export IMPL_dp_hpwl_mm=3.21
export IMPL_synth_area_leader_cell="dfrtp_1"
export IMPL_postCtsSetupBuffers=0
export IMPL_n_antenna_cell=0
export IMPL_post_place_ws_ns=0.358
export IMPL_path_class="in -> out"
export IMPL_maxCapViolations=0
export IMPL_synth_cell_type_count=53
export IMPL_ys_seq_elements=28
export IMPL_overflow=0
export IMPL_cts_buffer_depth=2
export IMPL_grt_pass1_vias=1576
export IMPL_power_static_leakage_uw=0.000933
export IMPL_final_setup_worst_slack_ns=0.361
export IMPL_period_needed_ns=2.54
export IMPL_hold_depth=1
export IMPL_ir_drop_uv=253
export IMPL_io_pins=37
export IMPL_syn_mean_instance_area_sq_um=8.11
export IMPL_synth_most_common_cell="nor2_1"
export IMPL_numCtsBuffers=3
export IMPL_clk_pin_slew_ns=0.05
export IMPL_unconstrained_endpoints=36
export IMPL_clockRootBuffer="clkbuf_8"
export IMPL_drive_gt1_share_pct=8.05
export IMPL_min_period_over_period_pct=87.6
export IMPL_worstSkewPairLatency_ns=0.24
export IMPL_hp_start="controlador.converter.cont[7]"
export IMPL_min_delay_worst_endpoint="controlador.converter.cont[7]"
export IMPL_syn_area_sq_um=1900
export IMPL_chipArea_sq_um=6650
export IMPL_synth_cells_yosys=234
export IMPL_syn_to_final_growth_pct=24.1
export IMPL_rsz0062_at_grt="false"
export IMPL_r2r_slack_ns=0.97
export IMPL_wl_per_cell_um=13.1
export IMPL_core_sq_um=6030
export IMPL_cp_arrival_ns=1.96
export IMPL_status="finished, final reports clean"
export IMPL_syn_inst=234
export IMPL_ant_nets=0
export IMPL_wl_mm=4.40
export IMPL_timing_rr_start="controlador.converter.cont[0]"
export IMPL_finClkSkew_ns=0.000616
export IMPL_slew_viol_final=0
## kinds of logic after synthesis
kind of cell    Yosys count  synth area share [%]
simple gates            108                  31.2
mux                       1                 0.527
flops                    28                  34.2
fa+ha+maj                 4                  2.64
compound gates           59                  21.9
xor+xnor                  9                  4.15
buf+inv                  25                  5.40
## worst max-delay path, stage by stage
cell,delay [ns]
clkdlybuf4s50_1,0.49
and4b_1,0.28
nand2_1,0.09
inv_1,0.07
clkdlybuf4s50_1,0.45
## layout make-up
cell class	instances	area, sq um	share of cell area (%)
clock inverters	1	5.00	0.212
well taps	75	93.8	3.98
repair buffers	40	390	16.6
flip-flops and latches	28	649	27.6
multi-input cells	181	1150	48.6
inverters	8	30.0	1.27
clock buffers	3	41.3	1.75
## sequential cells by signal (all words and copies together) (netlist names), 3 cells and up
signal / flops
time_device.ten_secs.out: 4
controlador.delay.counter: 3
time_device.seconds.out: 4
controlador.converter.cont: 8
time_device.minutes.out: 4
## cells in the final DEF (no fill, tap or decap), types with 2 or more instances in the layout
cell type	n
xnor2_1	4
xor2_1	5
nand4_1	2
and4b_1	2
nor3_1	13
a21oi_1	10
o211ai_1	3
a211oi_1	2
a221oi_1	2
o21bai_1	4
or4_1	3
nand2_1	18
a31oi_1	4
buf_4	4
a211o_1	4
o31ai_1	2
or4_4	2
nor2_1	30
or2_2	2
dfrtp_1	12
nor4_2	4
nand3_1	12
ha_1	4
nand2b_1	3
or3_1	3
o21ai_0	10
o22a_1	2
clkdlybuf4s50_1	36
o22ai_1	2
and3_1	7
dfxtp_1	12
a221o_1	3
inv_1	8
dfstp_2	3
nor4_1	3
clkbuf_8	3
## power by group
part / switching (uW) / internal, uW / total (uW)
combinational: 94.2 / 116 / 210
sequential: 62.9 / 279 / 342
clock: 60.4 / 94.6 / 155
## per-layer routing
layer / up-vias / routed length (um) / global-route usage [%]
li1: 918 / - / -
met1: 810 / 2290 / 22.3
met2: 35 / 1940 / 22.1
met3: 4 / 145 / 1.13
met4: 0 / 24 / 1.96
met5: - / 0 / 0
## how the worst max path moves through the flow
stage | from | endpoint | slack [ns] | depth (start not counted)
after CTS | clearn | mag_on | 0.35 | 5
after global routing | clearn | mag_on | 0.26 | 5
final | clearn | mag_on | 0.36 | 5
## stage by stage
stage	cells	instance area, sq um	total power (uW)	utilization (%)
floorplan	234	1900	462	-
global placement	332	2310	553	38.3
detailed placement	332	2310	556	38.3
CTS	336	2360	716	39.1
global route	336	2360	763	39.1
finish	336	2360	706	39.1
Power figures rest on the tool's default switching activity, not on a simulated workload.
